===== /design/flow/design.v =====
`timescale 1s / 1ms
module traffic_L_C (
    input  wire clk,
    input  wire reset,
    input  wire [1:0] traffic_A,
    input  wire [1:0] traffic_B,
    input  wire [1:0] traffic_C,
    output reg A_red, A_yellow, A_green,
    output reg B_red, B_yellow, B_green,
    output reg C_red, C_yellow, C_green
);
    parameter GREEN_LOW   = 5;
    parameter GREEN_MED   = 10;
    parameter GREEN_HIGH  = 20;
    parameter MAX_GREEN   = 20;
    parameter YELLOW_TIME = 3;
    parameter A_G = 3'd0, A_Y = 3'd1,
              B_G = 3'd2, B_Y = 3'd3,
              C_G = 3'd4, C_Y = 3'd5;
    reg [2:0] state, next_state;
    reg [6:0] timer;
    reg [6:0] green_time;
    reg [4:0] wait_A, wait_B, wait_C;
    reg [6:0] prio_A, prio_B, prio_C;
    reg [1:0] next_road;    
    always @(*) begin
        case (state)
            A_G: green_time = (traffic_A == 2'b00) ? GREEN_LOW  :
                              (traffic_A == 2'b01) ? GREEN_MED  : GREEN_HIGH;
            B_G: green_time = (traffic_B == 2'b00) ? GREEN_LOW  :
                              (traffic_B == 2'b01) ? GREEN_MED  : GREEN_HIGH;
            C_G: green_time = (traffic_C == 2'b00) ? GREEN_LOW  :
                              (traffic_C == 2'b01) ? GREEN_MED  : GREEN_HIGH;
            default: green_time = YELLOW_TIME;
        endcase
        if (green_time > MAX_GREEN)
            green_time = MAX_GREEN;
    end
    always @(*) begin
        prio_A = traffic_A + wait_A;
        prio_B = traffic_B + wait_B;
        prio_C = traffic_C + wait_C;
        if (prio_A >= prio_B && prio_A >= prio_C)
            next_road = 2'd0;
        else if (prio_B >= prio_A && prio_B >= prio_C)
            next_road = 2'd1;
        else
            next_road = 2'd2;
    end
    always @(*) begin
        next_state = state;
        case (state)
            A_G: if (timer >= green_time) next_state = A_Y;
            A_Y: next_state = (next_road == 2'd1) ? B_G :
                              (next_road == 2'd2) ? C_G : A_G;
            B_G: if (timer >= green_time) next_state = B_Y;
            B_Y: next_state = (next_road == 2'd0) ? A_G :
                              (next_road == 2'd2) ? C_G : B_G;
            C_G: if (timer >= green_time) next_state = C_Y;
            C_Y: next_state = (next_road == 2'd0) ? A_G :
                              (next_road == 2'd1) ? B_G : C_G;
        endcase
    end
    always @(posedge clk or posedge reset) begin
        if (reset) begin
            state  <= A_G;
            timer  <= 0;
            wait_A <= 0;
            wait_B <= 0;
            wait_C <= 0;
        end else begin
            state <= next_state;
            if (state != next_state)
                timer <= 0;
            else
                timer <= timer + 1;
            case (state)
                A_G: begin
                    wait_A <= 0;
                    if (wait_B < 31) wait_B <= wait_B + 1;
                    if (wait_C < 31) wait_C <= wait_C + 1;
                end
                B_G: begin
                    wait_B <= 0;
                    if (wait_A < 31) wait_A <= wait_A + 1;
                    if (wait_C < 31) wait_C <= wait_C + 1;
                end
                C_G: begin
                    wait_C <= 0;
                    if (wait_A < 31) wait_A <= wait_A + 1;
                    if (wait_B < 31) wait_B <= wait_B + 1;
                end
            endcase
        end
    end
    always @(*) begin
        A_green = (state == A_G);
        A_yellow = (state == A_Y);
        B_green = (state == B_G);
        B_yellow = (state == B_Y);
        C_green = (state == C_G);
        C_yellow = (state == C_Y);
        A_red = ~(A_green | A_yellow);
        B_red = ~(B_green | B_yellow);
        C_red = ~(C_green | C_yellow);
    end
endmodule

===== /design/flow/run.sh =====
#!/bin/bash
# OpenROAD 26Q1-2900-gdf79404cd8, Yosys 0.63+post, stock flow scripts
make -C /OpenROAD-flow-scripts/flow DESIGN_CONFIG=/design/flow/config.mk WORK_HOME=/design/flow/orfs finish

===== /design/flow/config.mk =====
export PLATFORM = sky130hd
export DESIGN_NAME = traffic_L_C
export DESIGN_NICKNAME = traffic_L_C
export VERILOG_FILES = /design/flow/design.v
export SDC_FILE = /design/flow/constraint.sdc
export NUM_CORES = 4
export LEC_CHECK = 1
export CORE_UTILIZATION = 50

===== /design/flow/constraint.sdc =====
current_design traffic_L_C

set clk_period 3.1
set clk_io_pct 0.2

create_clock -name clk0 -period $clk_period [get_ports {clk}]

set non_clock_inputs [all_inputs -no_clocks]
set_input_delay [expr $clk_period * $clk_io_pct] -clock clk0 $non_clock_inputs
set_output_delay [expr $clk_period * $clk_io_pct] -clock clk0 [all_outputs]

==> summary.txt <==
On the backend side, the flow ran end to end.

The run finished with clean final reports. The transition time at the pin with the least slew margin stands at ~0.56 ns. The reg2reg setup slack stands at 0.36 ns.

The worst clock skew on the final layout stands at ~0.0044 ns. Per STA, the endpoint of the critical path is state[2]. The DRC marker count from the first detailed-route iteration stands at roughly 72. The number of instances in the synthesized netlist stands at roughly 260. The die span in y stands at 69.2 µm. The worst hold margin stands at roughly 0.5 ns. The launch point of the critical path was reported as traffic_B[0]. The data arrival time at the worst-slack endpoint stands at between 3 and 4 ns.

The first global-routing pass estimated between 8 and 9 mm of wire. In this run the critical register-to-register path is captured at state[2]. For reference, the top cells by area after synthesis are sky130_fd_sc_hd__dfrtp_1 28%, sky130_fd_sc_hd__ha_1 18%, sky130_fd_sc_hd__a21oi_1 6.0%. The worst-case max-slew headroom was logged as a little over three fifths. The final period utilization stands at a little over nine tenths. The most common cell in the synthesized netlist is sky130_fd_sc_hd__ha_1. After detailed placement, the total cell area comes to 2610 µm².

For this run, the number of Yosys warnings is 1. In this run the maximum-capacitance check reported violations numbering 0. The initial utilization of the core area, before any placement, comes to between 50% and 60%. The registers of the reported paths see a clock transition of roughly 0.090 ns. 17 I/O pins were placed.

TritonCTS built the clock tree. In this run the deepest clock path goes through 2 buffers. In this run the VDD rail shows a maximum IR drop of about 0.46 mV.

The final-report hold violation count stands at 0. The final period demand of the worst path stands at between 3 and 4 ns. The async set or reset register ratio after synthesis stands at 100%. The synthesis report names the predominant flop master as sky130_fd_sc_hd__dfrtp_1. Looking at the critical path, the single cell with the biggest stage delay is sky130_fd_sc_hd__clkdlybuf4s50_1.

The later pin in the worst-skew pair is clocked with a latency of around 0.27 ns. The number of flip-flops and latches in the synthesized netlist stands at 25. The synth_stat.txt file lists the number of cells as 257. The post-route antenna net violation count stands at 0. According to the dpl log, the detail-placed design has an HPWL of between 3 and 4 mm. The post-cts hold buffer count stands at 0.

The number of enable-type register cells in the synthesized netlist stands at 0. The critical path buffer and inverter count stands at 3. The area recorded from the Yosys report for this design is 2250 µm². The tally of OpenROAD warnings stands at 25. After its last routability iteration, the placer logged a weighted congestion of 0.874. The number of global-route vias before repair stands at approximately 1.7k. Cells fill a little over three fifths of the core in the end. The residual overflow from global routing stands at 0. The power report puts the leakage power at 1.31 nW. Entering global routing, the biggest net connects 26 pins.

Derived from the worst setup path, the maximum achievable clock frequency is 331 MHz. The number of detailed-routing iterations run before antenna repair stands at 4. The via count stands at around 1.8k. The overall power of the completed layout stands at approximately 2.6 mW. Antenna repair during routing inserted a diode count of 0. The die area stands at ~4800 µm². Using the TritonRoute via totals, the vias-per-cell ratio works out to 5.36. The area of the multi-input gates stands at 1560 µm².

The detailed-route wire length stands at 4.88 mm. Buffers placed on the I/O ports in this run total 16. TritonRoute reported its final design rule violation total as 0.

The layout overhead on the synthesized area stands at 20.6%. The final report lists the setup-violating endpoint count as 0. The number of clock buffers added by TritonCTS is 3. The critical path is of the input port to flip-flop type. The top cell type's share of synthesized area stands at 27.7%. Per the CTS log, the maximum H-tree level is 1. Per STA, the worst path is made up of clkdlybuf4s50_1 > ha_1 > inv_1 > fa_1 > buf_4 > xnor2_2 > ha_1 > nand2_1 > o21ai_0 > a21oi_1 > o211a_1 > a221o_1. The final-report max-slew violation count stands at 0.

The core region is approximately 4400 µm². The overall track demand over capacity in global routing stands at 22.6%. Per the summary, power density relative to cell area is around 950 nW/µm². In the synthesized netlist, the cells that appear most often are 33 x sky130_fd_sc_hd__ha_1, 27 x sky130_fd_sc_hd__a21oi_1, 25 x sky130_fd_sc_hd__dfrtp_1. Each instance of the synthesized netlist takes up on average slightly below 9 µm². Sorting the Yosys area breakdown by cell type puts at the top sky130_fd_sc_hd__dfrtp_1. The area of all sequential standard cells stands at 626 µm². The number of filler cells placed in the layout stands at between 300 and 400. In the Yosys report, the sequential cells make up ~28% of the chip area. The data required time reported for the critical path is 3.26 ns. Clock tree synthesis selected as its root buffer the cell sky130_fd_sc_hd__clkbuf_8. The cell area after layout stands at about 2700 µm².

The hold-critical path depth stands at 1. Looking at the post-CTS report, the setup buffer insertion count equals 0. STA classifies the critical path startpoint as an input port.

In the final layout, the share of cells above drive strength 1 is between 10% and 20%. The number of antenna violations at the first check in global routing stands at 0. The kind of cell with the highest combined delay along the critical path is adder cells.

The final routed wire length divided by cell count stands at ~14 µm. The path class of the tightest hold or removal check is flip-flop to flip-flop. The report shows a maximum critical-path fanout of 2.

The cell that appears most often on the critical path is sky130_fd_sc_hd__ha_1. The worst register-to-register path begins at wait_B[0]. The worst register-to-register path depth is 11. The total negative setup slack stands at 0 ns. Counting every sink on the clock net gives 25.

The worst setup path is captured at a flip-flop. The post-synthesis instance area stands at around 2300 µm². In this run the number of cells on the critical path is 12. The chip width stands at slightly below 70 µm.

The count of distinct cell types in the synthesized netlist stands at approximately 47. The number of standard-cell rows in the floorplan stands at 24. The maximum cell stage delay along the critical path stands at 0.48 ns.
==> logic make-up after synthesis <==
kind of cell	count (synthesis)	synth area share [%]
compound gates	66	19.8
simple gates	77	17.2
mux	1	0.444
fa+ha+maj	36	21.0
buf+inv	31	5.72
flops	25	27.7
xor+xnor	21	8.16
==> power by group <==
part / switching, mW / internal, mW
logic: 0.883 / 0.859
clock network: 0.111 / 0.0942
registers: 0.195 / 0.432
==> routing by layer <==
layer  share of wire [%]  up-vias  GRT usage [%]  wire, µm
li1                    -      987              -         -
met3                 2.1        2           2.23       103
met4                0.49        0           1.59        24
met5                   0        -              0         0
met1                  53      832           38.2      2560
met2                  45       24           33.9      2190
==> repair_timing <==
item | in CTS | in global routing
pin swaps | 3 | 4
gates resized | 3 | 8
setup endpoints to repair | 2 | 2
cloned | 0 | 0
==> metrics by stage <==
stage,setup slack (ns),instances
6_report,0.0808,344
5_1_grt,-0.0254,344
4_1_cts,0.00704,344
3_5_place_dp,-0.325,340
3_3_place_gp,-0.372,340
2_1_floorplan,0.399,257
==> how the worst min path moves through the flow <==
stage | slack, ns | endpoint | startpoint
CTS | 0.50 | timer[0] | timer[0]
finish | 0.49 | timer[0] | timer[0]
global route | 0.51 | timer[0] | timer[0]
==> area by class of cell <==
type,count,area share (%)
repair buffers,40,12.5
multi-input cells,201,57.2
inverters,22,3.04
well taps,52,2.39
flip-flops and latches,25,23.0
clock buffers,3,1.52
clock inverters,1,0.322
==> layout by cell type, fill, tap and decap left out, drive strengths merged, types with 5 or more instances in the layout <==
| master | count |
|---|---|
| nand4 | 5 |
| clkdlybuf4s50 | 16 |
| a21o | 6 |
| buf | 24 |
| nand2 | 21 |
| nand2b | 6 |
| a21oi | 27 |
| o21ai | 9 |
| and3 | 6 |
| xnor2 | 8 |
| dfrtp | 25 |
| nand3 | 7 |
| inv | 23 |
| ha | 33 |
| nor2 | 19 |
| xor2 | 13 |
==> state kept, by name, summed over array words and instances (netlist names) <==
name    count
wait_A      5
timer       7
wait_B      5
state       3
wait_C      5
==> worst register-to-register path, stage by stage, from the launching register on <==
cell and delay [ns]:
sky130_fd_sc_hd__dfrtp_1 0.50, sky130_fd_sc_hd__ha_1 0.22, sky130_fd_sc_hd__inv_1 0.05, sky130_fd_sc_hd__fa_1 0.39, sky130_fd_sc_hd__buf_4 0.16, sky130_fd_sc_hd__xnor2_2 0.14, sky130_fd_sc_hd__ha_1 0.30, sky130_fd_sc_hd__nand2_1 0.05
sky130_fd_sc_hd__o21ai_0 0.18, sky130_fd_sc_hd__a21oi_1 0.11, sky130_fd_sc_hd__o211a_1 0.22, sky130_fd_sc_hd__a221o_1 0.31
Power figures rest on the tool's default switching activity, not on a simulated workload.
